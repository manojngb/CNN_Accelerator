<file path="flow/config.mk">
export PLATFORM = sky130hd
export DESIGN_NAME = sig_altmult_add
export DESIGN_NICKNAME = sig_altmult_add
export VERILOG_FILES = /design/flow/design.v
export SDC_FILE = /design/flow/constraint.sdc
export NUM_CORES = 4
export LEC_CHECK = 1
export CORE_UTILIZATION = 50
</file>
<file path="flow/constraint.sdc">
current_design sig_altmult_add

set clk_period 10.9
set clk_io_pct 0.2

create_clock -name clk0 -period $clk_period [get_ports {clock}]

set non_clock_inputs [all_inputs -no_clocks]
set_input_delay [expr $clk_period * $clk_io_pct] -clock clk0 $non_clock_inputs
set_output_delay [expr $clk_period * $clk_io_pct] -clock clk0 [all_outputs]
</file>
<file path="flow/design.v">
module sig_altmult_add
(
	input signed [15:0] dataa, datab, datac, datad,
	input 		clock, aclr,
	output reg 	[32:0] result
);
	reg signed	[15:0] dataa_reg, datab_reg, datac_reg, datad_reg;
	reg signed	[31:0] mult0_result, mult1_result;
	always @ (posedge clock or posedge aclr) begin
    	if (aclr) begin
			dataa_reg <= {16{1'b0}};
			datab_reg <= {16{1'b0}};
			datac_reg <= {16{1'b0}};
			datad_reg <= {16{1'b0}};
			mult0_result <= {32{1'b0}};
			mult1_result <= {32{1'b0}};
			result <= {33{1'b0}};
		end
		else begin
			dataa_reg <= dataa;
			datab_reg <= datab;
			datac_reg <= datac;
			datad_reg <= datad;
			mult0_result <= dataa_reg * datab_reg;
			mult1_result <= datac_reg * datad_reg;
			result <= mult0_result + mult1_result;
		end
	end
endmodule
</file>
<file path="flow/run.sh">
#!/bin/bash
# OpenROAD 26Q1-2900-gdf79404cd8, Yosys 0.63+post, stock flow scripts
make -C /OpenROAD-flow-scripts/flow DESIGN_CONFIG=/design/flow/config.mk WORK_HOME=/design/flow/orfs finish
</file>
==> impl_report.txt <==
==== FLOW RESULTS ====
----------------------------------------------------
[Outcome]
  Status ........................ finished clean

[STA]
  Time the worst path needs with I/O delays and setup ........................ 6.81 ns
  Post-route fraction of the period consumed by the critical path ........................ 0.625
  Max-slew headroom at the worst pin ........................ 0.525
  Slew Viols, Final ........................ 0
  Upper clock frequency limit ........................ 147 MHz
  Post-Route Skew ........................ 0.00632 ns
  Unrepaired setup endpoints after global routing ........................ false
  Final Hold Vio Count ........................ 0
  PnR worst setup slack ........................ 4.09 ns
  Final setup violation count ........................ 0
  Worst Tran Pin Value ........................ 0.712 ns
  Setup tns final ........................ 0 ns

[Clocking]
  CTS tree ........................ yes
  Total clock buffers created by CTS ........................ 17
  H-Tree Depth ........................ 4
  Number of hold buffers added after cts ........................ 0
  Root buf cell ........................ clkbuf_16
  Buffers from clock root to sink, at most ........................ 2
  Post-CTS repair timing setup buffer count ........................ 0
  Clk sink count ........................ 161
  Clock-pin transition on the worst setup and hold timing paths ........................ 0.07 ns
  Insertion Delay late pin ........................ 0.48 ns
  Cts repair resizes ........................ 0

[Placement]
  HPWL reported at the end of detailed placement ........................ 41900 um
  Pre-CTS setup slack ........................ 4.15 ns
  Count of input and output buffers ........................ 98
  Routability-driven placement congestion ratio ........................ 0.957

[Worst setup path]
  Data arrival time of the critical path ........................ 7.22 ns
  Critical setup path kind ........................ reg -> reg
  Critical Path Fanout Max ........................ 16
  Chain of cells forming the critical path ........................ nand2_1, inv_1, fa_1, fa_1, fa_1, fa_1, fa_1, inv_1, fa_1, inv_1, ha_1, o21a_1, o21ai_0, o221a_2, o221ai_1, a2111oi_2, o31ai_1, a21oi_1, xnor2_1
  Path depth of the worst reg2reg path ........................ 19
  Data required time at the worst endpoint ........................ 11.30 ns
  Max stage delay on crit path ........................ 0.89 ns
  Crit path capture type ........................ flip-flop
  Critical path launch point type ........................ flip-flop
  Slowest cell on crit path ........................ fa_1
  Cell type with the highest occurrence count on the critical path ........................ fa_1

[Yosys]
  Commonest cells in the netlist ........................ inv_1 (617), fa_1 (525), nand2_1 (275)
  Leading register cell type out of synthesis ........................ dfrtp_1
  Synthesized instance count ........................ 2596
  Number of enable-type register cells in the synthesized netlist ........................ 0
  Synthesized chip area reported by yosys ........................ 25500 sq um
  Synth Seq Share ........................ 0.158
  Most frequent cell after synthesis ........................ inv_1
  Dominant cell type by area after synthesis ........................ fa_1
  Total number of yosys warnings ........................ 1
  Mapped Area ........................ 25500 sq um
  Netlist cell types ........................ 71
  Synth Area per Inst ........................ 9.83 sq um
  Flip-flop and latch count after synthesis ........................ 161
  Share of Yosys cell area claimed by the top area cell type ........................ 0.412
  Ys cells ........................ 2596
  Post-synthesis async set-or-reset flop share ........................ 1.00
  Cell types with the largest area share after synthesis ........................ fa_1 (41%), dfrtp_1 (16%), ha_1 (9.6%)

[GRT]
  Met2 routing resource usage after global routing ........................ 0.345
  Total routing usage reported by global routing ........................ 0.229
  Antenna violations before repair ........................ 0
  First-pass GRT wire length ........................ 89800 um
  GRT met3 Usage ........................ 0.0581
  Pin count of the biggest net entering global routing ........................ 68
  Remaining global-route overflow ........................ 0
  Number of global-route vias before repair ........................ 18400
  Routing usage on met1 ........................ 0.371
  Most utilized layer in the global route result ........................ met1

[Run]
  Tool warning count ........................ 25
  Total of max-cap violations ........................ 0

[Detailed routing]
  Detailed router's first-iteration violation count ........................ 819
  Final WL ........................ 50400 um
  Count of vias placed by the detailed router ........................ 17000
  Number of antenna-violating nets in the routed design ........................ 0
  Total iterations of the first detailed-routing run ........................ 5
  Via/cell ratio ........................ 5.12
  Diode count ........................ 0
  Wire per inst ........................ 15.2 um
  Remaining design rule violation count ........................ 0

[Worst hold path]
  Hold crit path type ........................ reg -> reg
  Worst Hold Depth ........................ 1

[Die]
  Floorplan Utilization ........................ 0.508
  Horizontal die dimension ........................ 228 um
  Height of the die ........................ 228 um
  Die outline area ........................ 52000 sq um
  Placeable core region ........................ 50300 sq um
  I/O pins ........................ 99
  Site Rows ........................ 82

[Cells and area]
  Layout overhead on the synthesized area ........................ 8.70%
  Proportion of layout cells with a drive suffix above 1 ........................ 0.0219
  Register bank with the most flops ........................ result
  Number of flip-flops under the largest register name ........................ 33
  Largest registers ........................ result x33, mult0_result x32, mult1_result x32

----------------------------------------------------
cell families (layout without fill, tap and decap cells):
logic type	after synthesis	in the layout	synth area share
adders and majority gates	721	721	0.508
and+or+nand+nor	695	695	0.136
buffers and inverters	693	750	0.102
AOI/OAI and AO/OA	232	232	0.0637
DFF	161	161	0.158
xor gates and xnor gates	89	89	0.0305
muxes	5	5	0.00196
layout by cell type (no fill, tap or decap), types with 15 or more instances in the layout:
master	n
a21oi_1	59
fa_1	525
o21ai_0	31
and2_1	246
o21a_1	15
a21o_1	37
nand2b_1	17
clkdlybuf4s50_1	98
clkbuf_16	17
nor3_1	20
nand2_1	275
xor2_1	23
inv_1	616
nor2_1	75
dfrtp_1	161
xnor2_1	66
ha_1	196
nand3_1	17
critical path: cells and delay by family, from the launching register on:
kind | cells | cell delay [ns]
xor gates and xnor gates | 1 | 0.14
AOI/OAI and AO/OA | 7 | 1.65
buffers and inverters | 3 | 0.25
adders and majority gates | 7 | 3.81
DFF | 1 | 0.69
and+or+nand+nor | 1 | 0.19
layer usage:
| metal | part of all wire | wire length, um | up-vias |
|---|---|---|---|
| met3 | 0.063 | 3180 | 57 |
| li1 | - | - | 7849 |
| met1 | 0.44 | 22300 | 8697 |
| met2 | 0.47 | 23900 | 426 |
| met5 | 0.0012 | 58 | - |
| met4 | 0.018 | 931 | 3 |
metrics by stage:
step	area, sq um	utilization	cells	hold WS [ns]
after floorplan	25500	-	2596	0.443
after global placement	27100	0.539	3293	0.483
after detailed placement	27100	0.539	3293	0.489
after CTS	27700	0.552	3325	0.505
after global routing	27700	0.552	3325	0.510
final	27700	0.552	3325	0.498
worst paths after layout:
path	startpoint	to	slack (ns)
max in group asynchronous	aclr	datab_reg[10]$_DFF_PP0_	7.06
min reg2reg	mult0_result[0]$_DFF_PP0_	result[0]$_DFF_PP0_	0.50
max reg2reg	datac_reg[15]$_DFF_PP0_	mult1_result[31]$_DFF_PP0_	4.09
min	mult0_result[0]$_DFF_PP0_	result[0]$_DFF_PP0_	0.50
min in group asynchronous	aclr	result[3]$_DFF_PP0_	2.15
max	datac_reg[15]$_DFF_PP0_	mult1_result[31]$_DFF_PP0_	4.09
final cells by class:
type | count | area, sq um
clock buffer | 18 | 429
clock inverter | 14 | 239
fill | 4357 | 22500
inverter | 617 | 2320
multi-input combinational | 1742 | 18900
sequential | 161 | 4030
tap | 672 | 841
timing repair buffer | 101 | 1000
